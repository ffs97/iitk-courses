==> flow/design.v <==
`timescale 1ns / 1ps
module blink(clk, ledpin);
	input clk;
	output ledpin;
	reg ledpin = 0;
	reg [25:0] counter = 50_000_000;	 
	always @(posedge clk) begin
		if (counter == 0) begin
			counter <= 50_000_000;
			ledpin <= !ledpin;
		end
		else begin
			counter <= counter - 1;
		end
	end
endmodule
==> flow/config.mk <==
export PLATFORM = sky130hd
export DESIGN_NAME = blink
export DESIGN_NICKNAME = blink
export VERILOG_FILES = /design/flow/design.v
export SDC_FILE = /design/flow/constraint.sdc
export NUM_CORES = 4
export LEC_CHECK = 1
export CORE_AREA = 10 10 110 110
export DIE_AREA = 0 0 120 120
==> flow/run.sh <==
#!/bin/bash
# OpenROAD 26Q1-2900-gdf79404cd8, Yosys 0.63+post, stock flow scripts
make -C /OpenROAD-flow-scripts/flow DESIGN_CONFIG=/design/flow/config.mk WORK_HOME=/design/flow/orfs finish
==> flow/constraint.sdc <==
current_design blink

set clk_period 8.2
set clk_io_pct 0.2

create_clock -name clk0 -period $clk_period [get_ports {clk}]

set non_clock_inputs [all_inputs -no_clocks]
set_input_delay [expr $clk_period * $clk_io_pct] -clock clk0 $non_clock_inputs
set_output_delay [expr $clk_period * $clk_io_pct] -clock clk0 [all_outputs]
==> out/results.ini <==
[timing]
slew_viol_final = 0
grt_setup_unrepaired = false
max_freq_ghz = 0.369
timing.setup.tns_ns = 0
setup_slack_ns = 5.49
setup_viol_count_final = 0
max_slew_margin_pct = 68.5
period_used_pct = 33.1
clock_skew_ns = 0.00209
finalHoldViolCount = 0
fin_crit_ns = 2.71
worst_pin_slew_ns = 0.471

[setup_path]
max_stage_delay_ns = 0.46
path_cells = clkdlybuf4s50_1
cp_top_family = buffers and inverters
critical_path_class = reg2out
cp_slowest_cell = clkdlybuf4s50_1
r2r_setup_slack_ns = 5.71
cp-end-kind = output pin
startpoint_type = flip-flop
arrival_ns = 1.07
cp_max_fo = 2
required_ns = 6.56
crit_buf_inv = 1

[placed_design]
dp_hpwl_um = 1340
place_ws_ns = 5.72
routabilityCongestion = 0.863
dp.cells = 255
portBuffers = 1
dpl_cell_area_mm2 = 0.00132

[power_and_ir_drop]
p_per_area_mw_per_mm2 = 149
peakVddDrop_mv = 0.0480
p_leak_nw = 0.521

[synth]
top_cell = dfxtp_1
synthCells = 127
synthTopCellsByCount = dfxtp_1, nor2_1, or3_1, o21ai_0
ys_seq_share_pct = 46.2
area_leaders = dfxtp_1, or3_1, nor2_1
async_flop_share_pct = 0
yosysWarnings = 1
synth.avg_cell_area_um2 = 9.38
ys_cells = 127
top_area_cell = dfxtp_1
synth-edff-count = 1
ys_chip_area_mm2 = 0.00119
synth_area_mm2 = 0.00119
ys_types = 32
top_cell_area_share_pct = 43.7
synth-main-ff-cell = dfxtp_1
ys.flops = 27

[floorplanning]
die_area_mm2 = 0.0144
fp_util_pct = 12.2
core_mm2 = 0.00977
pin_count = 2
die_h_um = 120
die_x_um = 120
rows = 36

[drt]
drc = 0
first_pass_iters = 4
ant_nets = 0
antenna_cells = 0
dr.first_iter.drc_count = 42
vias = 860
viasPerCell = 3.32
wire_per_inst_um = 7.27
drt_wl_total_um = 1880

[job]
maxCapViolCount = 0
warning_count = 25

[clocking]
cts_tree = built
cts_resized = 0
cts_hold_buf = 0
post-cts-setup-buffer-count = 0
root_buffer = clkbuf_8
clk_pin_slew_ns = 0.09
cts_num_sinks = 27
cts_max_level = 1
clk_latency_ns = 0.26
cts_max_path_buffers = 2
cts_buffers = 3

[global_routing]
grt_pass1_wl_um = 3440
grt_pass1_vias = 791
antenna_found_initial = 0
grt_remaining_overflow = 0
track_usage_pct = 2.64
grt_max_degree = 16

[cells_and_area]
utilization_pct = 14.0
fin_area_mm2 = 0.00137
area_growth_pct = 14.8
layout-drive-gt1-share_pct = 8.73
n_fill_cell = 1106
instances_no_fill = 259

[outcome]
outcome = finished, final reports clean

[hold_path]
min_path_type = reg2reg

==> kinds of logic after synthesis <==
group	share of synthesized area (%)
XOR/XNOR	6.62
buffers and inverters	5.57
AND/OR/NAND/NOR	27.1
adder cells (fa/ha/maj)	1.05
multiplexers	0.945
AND-OR/OR-AND	12.5
flip-flops	46.2
==> per-layer routing <==
layer	wire length (um)	global-route usage (%)	part of all wire (%)	up-vias
met3	32	0.143	1.7	2
met4	27	0.679	1.4	0
li1	-	-	-	466
met2	776	4.09	41	9
met5	0	0	0	-
met1	1050	3.92	56	383
==> cells in the final DEF, fill, tap and decap left out, drive strengths merged <==
cell	Yosys	routed
nor2b	1	1
a21oi	2	2
clkinv	1	2
xor2	4	4
dfxtp	26	26
clkdlybuf4s50	0	1
o41ai	4	4
o31ai	5	5
o211ai	2	2
or3	12	12
mux2	1	1
nor2	13	13
nor4	5	5
o21ai	8	8
or2	3	3
or4b	1	1
ha	1	1
a2111o	1	1
nand2	5	5
edfxtp	1	1
inv	3	3
xnor2	5	5
nand3	5	5
nor3	5	5
or4	6	6
clkbuf	2	3
nand4	1	1
==> power by group <==
group / total, W / internal [W] / switching, W
sequential: 0.000132 / 0.000132 / 0
clock: 0.0000722 / 0.0000339 / 0.0000383
combinational: 0.000000000275 / 0 / 0
total: 0.000204 / 0.000166 / 0.0000383
==> metrics by stage <==
| stage | hold slack [ns] | power [W] |
|---|---|---|
| 2_1_floorplan | 0.421 | 0.000135 |
| 3_3_place_gp | 0.443 | 0.000135 |
| 3_5_place_dp | 0.450 | 0.000135 |
| 4_1_cts | 0.470 | 0.000207 |
| 5_1_grt | 0.508 | 0.000216 |
| 6_report | 0.462 | 0.000204 |
==> area by class of cell <==
cell class                      instances  area (um^2)  share of cell area (%)
Multi-Input combinational cell         90          574                    42.0
Sequential cell                        27          551                    40.3
Tap cell                              133          166                    12.2
Clock buffer                            3         41.3                    3.02
Inverter                                4         20.0                    1.46
Timing Repair Buffer                    1         10.0                   0.732
Clock inverter                          1         5.00                   0.366
==> state kept, by name, summed over array words and instances (netlist names) <==
register	count
counter	26
ledpin	1
==> final timing paths <==
check        startpoint         end  depth (start not counted)
min          counter[0]  counter[0]                          1
max reg2reg  counter[0]      ledpin                          6
min reg2reg  counter[0]  counter[0]                          1
max              ledpin      ledpin                          1
No activity file was given, so power comes from the tool's default toggle rates.

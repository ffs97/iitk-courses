==> design.v <==
`timescale 1ns / 1ps
module printLCD(clk, sf_e, e, rs, rw, d, c, b, a);
	(* LOC = "C9" *)  input clk;  
	(* LOC = "D16" *) output reg sf_e;  
	(* LOC = "M18" *) output reg e;  
	(* LOC = "L18" *) output reg rs;	 
	(* LOC = "L17" *) output reg rw;	 
	(* LOC = "M15" *) output reg d;	 
	(* LOC = "P17" *) output reg c;	 
	(* LOC = "R16" *) output reg b;	 
	(* LOC = "R15" *) output reg a;	 
	reg [26:0] count = 0;	 
	reg [5:0] code;	 
	reg refresh;	 
	always @ (posedge clk) begin
		count <= count + 1;
		case (count [26:21])	 
				0: code <= 6'h03;	 
				1: code <= 6'h03;
				2: code <= 6'h03;	 
				3: code <= 6'h02;	 
				4: code <= 6'h02;  
				5: code <= 6'h08;  
				6: code <= 6'h00;  
				7: code <= 6'h06;  
				8: code <= 6'h00;  
				9: code <= 6'h0C;  
				10: code <= 6'h00;  
				11: code <= 6'h01;  
					12: code <= 6'h24;  
					13: code <= 6'h23;  
					14: code <= 6'h26;  
					15: code <= 6'h2F;  
					16: code <= 6'h26;  
					17: code <= 6'h2D;  
					18: code <= 6'h27;  
					19: code <= 6'h20;  
					20: code <= 6'h27;  
					21: code <= 6'h25;  
					22: code <= 6'h27;  
					23: code <= 6'h24;  
					24: code <= 6'h26;  
					25: code <= 6'h25;  
					26: code <= 6'h27;  
					27: code <= 6'h22;  
				28: code <= 6'h0C;  
				29: code <= 6'h00;  
					30: code <= 6'h24;  
					31: code <= 6'h2F;  
					32: code <= 6'h27;  
					33: code <= 6'h22;  
					34: code <= 6'h26;  
					35: code <= 6'h27;  
					36: code <= 6'h26;  
					37: code <= 6'h21;  
					38: code <= 6'h26;  
					39: code <= 6'h2E;  
					40: code <= 6'h26;  
					41: code <= 6'h29;  
					42: code <= 6'h27;  
					43: code <= 6'h2A;  
					44: code <= 6'h26;  
					45: code <= 6'h21;  
					46: code <= 6'h27;  
					47: code <= 6'h24;  
					48: code <= 6'h26;  
					49: code <= 6'h29;  
					50: code <= 6'h26;  
					51: code <= 6'h2F;  
					52: code <= 6'h26;  
					53: code <= 6'h2E;  
				default: code <= 6'h10;
		endcase 
		refresh <= count[ 20 ];
		sf_e <= 1;
		e <= refresh; 
		rs <= code[5];
		rw <= code[4]; 
		d <= code[3];
		c <= code[2];  
		b <= code[1];
		a <= code[0]; 
	end
endmodule
==> run.sh <==
#!/bin/bash
# OpenROAD 26Q1-2900-gdf79404cd8, Yosys 0.63+post, stock flow scripts
make -C /OpenROAD-flow-scripts/flow DESIGN_CONFIG=/design/flow/config.mk WORK_HOME=/design/flow/orfs finish
==> config.mk <==
export PLATFORM = sky130hd
export DESIGN_NAME = printLCD
export DESIGN_NICKNAME = printLCD
export VERILOG_FILES = /design/flow/design.v
export SDC_FILE = /design/flow/constraint.sdc
export NUM_CORES = 4
export LEC_CHECK = 1
export CORE_UTILIZATION = 40
==> constraint.sdc <==
current_design printLCD

set clk_period 4.8
set clk_io_pct 0.2

create_clock -name clk0 -period $clk_period [get_ports {clk}]

set non_clock_inputs [all_inputs -no_clocks]
set_input_delay [expr $clk_period * $clk_io_pct] -clock clk0 $non_clock_inputs
set_output_delay [expr $clk_period * $clk_io_pct] -clock clk0 [all_outputs]
==> CHANGELOG.md <==
### Metrics

* Status: finished clean
* Initial DRT Pass Iterations at 4
* Antenna cells at 0
* Clock latency (worst-skew pair) at just under 0.3 ns
* Yosys warns at 1
* Syn_area_per_cell at between 9 and 10 um^2
* Flip-flops with a built-in enable at 0
* Design Power at 0.000569 W
* RSZ-0062 raised after global routing: no
* Max cap viols at 0
* PwrDens at 285 nW/um^2
* Site Rows at 24
* Worst-margin pin slew at roughly 0.8 ns
* Post-synth cell types at 37
* CP arrival at between 1 and 1.5 ns
* Clock transition at the registers of the reported paths at roughly 0.080 ns
* Synthesis area per yosys at between 1500 and 2000 um^2
* Final hold violations at 0
* Yosys cell count at ~190
* Die area at 4780 um^2
* Setup crit end kind: output pin
* Post-synth ARST share at 0
* Hold crit path type: flop to flop
* Fin crit period at between 2 and 2.5 ns
* Worst path slowest cell: clkdlybuf4s50_1
* Tool warnings at 30
* Worst Path Max Fanout at 1
* Max-slew violations at 0
* PostCTS Resize Cnt at 0
* CP Cell Sequence: clkdlybuf4s50_1
* Worst vdd ir at approximately 0.16 mV
* Post-DP HPWL at about 2100 um
* Worst Setup Start Kind: flop
* Critical setup path kind: flop to output pin
* Dominant flop cell: dfxtp_1
* # setup viols final at 0
* Top Ports at 9
* Root cell of the clock tree: clkbuf_8
* Mapped Area at between 1500 and 2000 um^2
* Number of global-route vias before repair at ~1200
* Cell area leaders: dfxtp_1 (46%), xnor2_1 (11%), ha_1 (4.9%)
* Crit. Startpoint: e
* Filler cells at about 390
* Post-CTS Setup Inserts at 0
* Number of remaining DRC errors at 0
* Synth Seq Share at 0.456
* Vias per cell at approximately 5.2
* Area growth from synthesis to layout at 10.8%
* Startpoint of the worst-slack reg-to-reg timing path: count[0]
* Ys flops at between 40 and 50
* Grt ovf at 0
* Core area at around 4400 um^2
* Initial DRC count at ~100
* Worst path max stage delay at between 0.4 and 0.5 ns
* Largest net degree at the start of global routing at 24
* Die W at around 69 um
* Htree depth at 2
* DR WL/cell at between 10 and 15 um
* Mapped Cells at ~190
* Die Height at 69.1 um
* Yosys top cell by area: dfxtp_1
* Clock sink count at a little over 40
* Setup Total Neg Slack at 0 ns
* First-pass GRT wire length at 5350 um
* Max-area cell share at 0.456
* Peak Freq at 494 MHz
* Data required time of the worst path at between 3 and 4 ns
* Layout cells sized above 1 at 0.0558
* CP bufs+invs at 1
* Worst Hold Launch: code[3]
* GR Util All Layers at 0.135
* DR vias at 1298
* Max clock buf depth at 2
* Final WL at just under 3000 um
* Number of CTS-inserted buffers at 5
* Detail Route Antenna Nets at 0
* Routability cong. at between 0.8 and 0.9
* PortBufs at 7
* Cts hold-fix bufs at 0
* Delay-heaviest family, CP: buffers and inverters
* CTS tree: done
* Initial antenna violation count at 0
* Floorplan Utilization at 0.414
* Slew margin rel. at 0.467
* Clock skew at 0.00705 ns
* Leakage at between 0.6 and 0.7 nW
* Cycle use final at 0.422
cell usage in the layout, fill, tap and decap left out, types with 2 or more instances in the layout:
master	instances
a211oi_1	4
a21oi_1	4
and3_1	2
clkbuf_8	6
nor2b_1	6
nor3b_1	2
a21boi_0	2
xnor2_1	22
o32a_1	2
xor2_1	5
nand4_1	8
clkdlybuf4s50_1	7
nor3_1	7
nand3_1	9
ha_1	7
dfxtp_1	41
a22oi_1	2
o21ai_0	9
nand2_1	11
nor2_1	11
inv_1	8
nor4_1	3
o211ai_1	3
nand2b_1	2
area by class of cell:
cell class	instances	area (um^2)	share of cell area
clock buffer	6	82.6	0.0414
clock inverter	2	13.8	0.00690
inverter	8	30.0	0.0150
multi-input combinational	133	913	0.458
sequential	41	821	0.411
tap	52	65.1	0.0326
timing repair buffer	7	70.1	0.0351
flip-flops by register name, summed over array words and instances (netlist names):
register  count
rs            1
c             1
b             1
code          6
refresh       1
count        27
e             1
d             1
rw            1
a             1
cell usage after synthesis (2+ instances only):
cell type,n
nor3_1,7
o32a_1,2
a21oi_1,4
nand2_1,11
o21ai_0,9
and3_1,2
inv_1,8
nand3_1,9
dfxtp_1,41
a211oi_1,4
nor4_1,3
ha_1,7
nand2b_1,2
clkbuf_1,5
nor3b_1,2
a21boi_0,2
xor2_1,5
o211ai_1,3
nand4_1,8
a22oi_1,2
buf_1,3
xnor2_1,22
nor2b_1,6
nor2_1,11
through the flow:
step	std cells	hold WS (ns)	setup slack [ns]	instance area, um^2	utilization
after floorplan	191	0.310	3.15	1800	-
after global placement	241	0.311	2.95	1900	0.436
after detailed placement	241	0.313	2.91	1900	0.436
after CTS	249	0.330	2.76	2000	0.458
after global routing	249	0.334	2.73	2000	0.458
final	249	0.329	2.78	2000	0.458
report_power, final:
group | switching [W] | internal [W]
Clock | 0.000113 | 0.000116
Combinational | 0.0000000230 | 0
Sequential | 0 | 0.000340
Total | 0.000113 | 0.000456
cells by family after synthesis:
| group | Yosys count | synth area share |
|---|---|---|
| other cells | 1 | 0.00208 |
| flops | 41 | 0.456 |
| buf+inv | 17 | 0.0375 |
| fa+ha+maj | 7 | 0.0486 |
| compound gates | 31 | 0.116 |
| simple gates | 67 | 0.209 |
| xor+xnor | 27 | 0.131 |
per-layer routing:
metal	up-vias	part of all wire	global-route usage
li1	676	-	-
met4	0	0.0081	0.0181
met2	30	0.43	0.201
met1	590	0.51	0.214
met5	-	0	0
met3	2	0.045	0.0297
path summary, 6_finish.rpt:
check        cells after the start  slack [ns]         to
min reg2reg                      0        0.33          d
max                              1        2.78          e
max reg2reg                      5        2.89  count[20]
min                              0        0.33          d
Power and IR drop assume default switching activity.

==> design/flow/run.sh <==
#!/bin/bash
# OpenROAD 26Q1-2900-gdf79404cd8, Yosys 0.63+post, stock flow scripts
make -C /OpenROAD-flow-scripts/flow DESIGN_CONFIG=/design/flow/config.mk WORK_HOME=/design/flow/orfs finish
==> design/flow/design.v <==
module eq1(in1, in2, eq);
	input in1, in2;
	output eq;
	assign eq = (!in1 && !in2) || (in1 && in2);
endmodule
module eq2 (in1, in2, eq);
	input [1:0] in1, in2;
	output eq;
	wire [1:0] eq_bit;
	eq1 eq_bit_instance0 (.in1(in1[0]), .in2(in2[0]), .eq(eq_bit[0]));
	eq1 eq_bit_instance1 (.in1(in1[1]), .in2(in2[1]), .eq(eq_bit[1]));
	assign eq = eq_bit[0] && eq_bit[1];
endmodule
`timescale 1ns / 1ps
module eq4(clk, in, push1, push2, eq);
input clk;
input [3:0] in;
input push1, push2;
output eq;
reg [3:0] in1, in2;
always@(posedge clk)
begin
	if (push1) begin
		in1 = in;
	end
	if (push2) begin
		in2 = in;
	end
end
wire eq0, eq1;
eq2 eq_bit01_unit (.in1(in1[1:0]), .in2(in2[1:0]), .eq(eq0));
eq2 eq_bit23_unit (.in1(in1[3:2]), .in2(in2[3:2]), .eq(eq1));
assign eq = eq0 & eq1;
endmodule
==> design/flow/constraint.sdc <==
current_design eq4

set clk_period 1.1
set clk_io_pct 0.2

create_clock -name clk0 -period $clk_period [get_ports {clk}]

set non_clock_inputs [all_inputs -no_clocks]
set_input_delay [expr $clk_period * $clk_io_pct] -clock clk0 $non_clock_inputs
set_output_delay [expr $clk_period * $clk_io_pct] -clock clk0 [all_outputs]
==> design/flow/config.mk <==
export PLATFORM = sky130hd
export DESIGN_NAME = eq4
export DESIGN_NICKNAME = eq4
export VERILOG_FILES = /design/flow/design.v
export SDC_FILE = /design/flow/constraint.sdc
export NUM_CORES = 4
export LEC_CHECK = 1
export CORE_AREA = 10 10 70 70
export DIE_AREA = 0 0 80 80
==> Slide: Implementation Results <==
Flow Results at a Glance

Status
  – Status: finished with violations
  – Violated checks: setup timing

CTS
  – Cts bufs inserted: 3
  – CTS tree: built
  – Max Buffers Root-to-Sink: 2
  – Hold-fix buffer count after cts: 0
  – Worst-path clk slew: 0.05 ns
  – Depth of the CTS H-tree: 1
  – Clock Root Buffer: clkbuf_4
  – Sink Count: 8
  – PostCTS Resize Cnt: 3
  – Setup repair bufs after CTS: 0

Die
  – Boundary Pins: 8
  – Die area: 6400 sq um
  – Core area: 3420 sq um
  – Cell Rows: 21
  – Die span in y: 80 um
  – Fp util: 8.42%
  – Die W: 80 um

Synth
  – Post-Syn Area per Cell: 22.1 sq um
  – Chip Area, Yosys: 288 sq um
  – Top-area cell share: 83.5%
  – Dominant Register Cell: edfxtp_1
  – Synth Instances: 13
  – Yosys cell types: 3
  – Top cells by count: edfxtp_1, xor2_1, nor4_2
  – FFs w/ async S/R, synth: 0%
  – Synth flops: 8
  – EDFF count, synth: 8
  – Post-synth seq share: 83.5%
  – Yosys top cell by area: edfxtp_1
  – Cell area after synthesis: 288 sq um
  – Yosys cell count: 13
  – Top-count cell post-synth: edfxtp_1
  – Top cells by area: edfxtp_1, xor2_1, nor4_2
  – YS warnings: 1

STA
  – Slew margin rel.: 86.9%
  – Unrepaired setup endpoints after global routing: yes
  – Final cycle utilization of the critical path: 126%
  – Endpoints failing setup: 1
  – Worst Setup Slack, final: -0.286 ns
  – Least-Margin Pin Slew: 0.195 ns
  – Fin Setup TNS: -0.286 ns
  – Final hold slack: 0.557 ns
  – Max Clock Freq: 721 MHz
  – Crit path time final: 1.39 ns
  – Final hold viol count: 0
  – Pins Over Slew Limit: 0

Routing
  – Vias: 134
  – Met2 wire len: 305 um
  – Top layer in use: met4
  – Via/cell ratio: 1.94
  – DRC viols: 0
  – WL/cell: 6.80 um
  – Routed Antenna Nets: 0
  – Met3 wire length: 7 um
  – N_diodes: 0
  – Routed WL: 469 um
  – DRT Pass-1 Iters: 2
  – M1 wire length: 137 um
  – DR iter-0 viols: 4

Critical path
  – Crit path DRT: 0.88 ns
  – Critical path's top delay family: flip-flops
  – Critical path peak fanout: 1
  – Crit path largest cell delay: 0.37 ns
  – CP Depth: 3
  – Slowest cell on the critical path: edfxtp_1
  – WS Path Type: flip-flop to primary output
  – Critical path arrival: 1.17 ns
  – Crit path cell chain: xor2_1, nor4_2, buf_2
  – Setup crit start kind: flip-flop
  – CP bufs+invs: 1
  – CP startpoint: in2[0]
  – Crit. End Element: primary output

Power and ir drop
  – Leakage power: 0.139 nW
  – VDD IR-drop max: 229 uV
  – Pwr dens: 1460 nW/um^2

Global route
  – Grt ovf: 0
  – Vias in the first global route: 175
  – Largest net degree at the start of global routing: 5
  – Initial antenna violation count: 0
  – Gr usage total: 1.45%
  – First-pass GRT wire length: 703 um

Worst hold path
  – Min-delay src: in[1]
  – Hold Path Stages: 1
  – Worst min-delay path category: input port to flip-flop

Placement
  – Place WS: -0.425 ns
  – GPL Wtd Cong: 0.629
  – Post-DP Area: 415 sq um
  – # port buffers: 7

Job
  – Max-Cap Viols: 0
  – Tool warnings: 27

Layout
  – Synth-to-Final Area Change: 50.4%
  – Cell area after layout: 433 sq um
  – Layout cell share with drive strength beyond 1: 21.7%
[metrics by stage]
stage	instances	total power, mW	utilization, %
final	69	0.634	12.7
after global routing	69	0.674	12.7
after CTS	69	0.650	12.7
after detailed placement	66	0.434	12.2
after global placement	66	0.432	12.2
after floorplan	13	0.397	-
[path summary, 6_finish.rpt]
path              endpoint
setup / recovery        eq
hold / removal      in2[1]
[logic make-up (layout without fill, tap and decap cells)]
logic type             count (synthesis)  in the layout  share of synthesized area [%]
XOR/XNOR                               4              4                           12.2
buffers and inverters                  0             10                              0
flip-flops                             8              8                           83.5
AND/OR/NAND/NOR                        1              1                           4.35
[state kept, by name, indices dropped and copies added (netlist names)]
register  cells
in2           4
in1           4
[area by class of cell]
cell class / count / area, sq um
tap: 46 / 57.6
sequential: 8 / 240
fill: 394 / 2980
clock buffer: 3 / 22.5
multi-input combinational: 5 / 47.5
timing repair buffer: 7 / 65.1
[power by group]
group          internal, mW  switching, mW
Sequential            0.364        0.00917
Combinational        0.0317         0.0195
Clock                 0.124         0.0861
[routing by layer]
| metal | up-vias | global-route usage (%) |
|---|---|---|
| met5 | - | 0 |
| met4 | 0 | 1.23 |
| met3 | 2 | 0.909 |
| met2 | 3 | 2.65 |
| met1 | 58 | 0.962 |
| li1 | 71 | - |
[cells in the final DEF, fill, tap and decap left out]
cell type / count
buf_2: 1
nor4_2: 1
clkbuf_4: 3
edfxtp_1: 8
xor2_1: 4
clkdlybuf4s50_1: 6
Power and IR drop assume default switching activity.
